===== /design/flow/design.v =====
module Comparator(
clk,
cnt,
Eql_grt, 
);
input clk;
input [3:0]cnt;
output Eql_grt;
reg Eql_grt;
always @( posedge clk ) 
begin
        if(cnt >= 4'b0110)
        Eql_grt<=1'b1;
        else
        Eql_grt<=1'b0;   
end 
endmodule 
module Counter(
cnt_clr,
clk,
cnt,
cnt_en
);
input cnt_en;
input cnt_clr;
input clk;
output [3:0]cnt;
reg [3:0]cnt;
always @ (negedge cnt_clr or posedge clk)
begin
	if(!cnt_clr)
		cnt<=4'b0000;
	else	if(cnt_en)
		cnt<=cnt+3'b1;
	else	if(cnt==4'b0111)
		cnt<=4'b0000;
	else
		cnt<=cnt;
end
endmodule 
module Data_path(
        cnt_clr,
        clk,
        cnt_en,
        Eql_grt,
        Sum
);
input cnt_clr,clk,cnt_en;
output Eql_grt;
output [3:0]Sum;
wire cnt_en;
Counter cnt1(
        .cnt_clr(cnt_clr),
        .clk(clk),
        .cnt(Sum),
        .cnt_en(cnt_en)
        );
Comparator cmp1(
        .clk(clk),
        .cnt(Sum),
        .Eql_grt(Eql_grt)
        );
endmodule

===== /design/flow/run.sh =====
#!/bin/bash
# OpenROAD 26Q1-2900-gdf79404cd8, Yosys 0.63+post, stock flow scripts
make -C /OpenROAD-flow-scripts/flow DESIGN_CONFIG=/design/flow/config.mk WORK_HOME=/design/flow/orfs finish

===== /design/flow/config.mk =====
export PLATFORM = sky130hd
export DESIGN_NAME = Data_path
export DESIGN_NICKNAME = Data_path
export VERILOG_FILES = /design/flow/design.v
export SDC_FILE = /design/flow/constraint.sdc
export NUM_CORES = 4
export LEC_CHECK = 1
export CORE_AREA = 10 10 70 70
export DIE_AREA = 0 0 80 80

===== /design/flow/constraint.sdc =====
current_design Data_path

set clk_period 1.1
set clk_io_pct 0.2

create_clock -name clk0 -period $clk_period [get_ports {clk}]

set non_clock_inputs [all_inputs -no_clocks]
set_input_delay [expr $clk_period * $clk_io_pct] -clock clk0 $non_clock_inputs
set_output_delay [expr $clk_period * $clk_io_pct] -clock clk0 [all_outputs]

==> reports/metrics.cfg <==
[power]
power_w=0.001337
power_density_nw_per_um2=2666
sw_frac_of_total_pct=33.06
p_switching_w=0.0004421
p_leak_nw=0.2172
seqPwrFrac_pct=25.3
clockPowerShare_pct=15.8
ir_drop_uv=501.6
p_int_w=0.0008954
power.share.combinational_pct=58.8

[critical_path]
setup.worst_path.class=flop to flop
crit_arrival_ns=1.28
crit_top_cell=buf_6
required_ns=1.25
end_kind=flop
slowest_delay_ns=0.39
crit_path_start_kind=flop
critPathMaxFanout=4
critPathSlowestCell=dfrtp_1
path_cells=buf_6 > buf_6 > inv_4 > ha_4 > mux2i_1

[layout]
mostFrequentLayoutCell=buf_4
fill_cells=390
area_growth_pct=108.9
ff_latch_area_um2=120.1
final_layout_size_suffix_gt1_share_pct=44.19
final_cell_mix=buf_4 (8), dfrtp_1 (4), nand2_1 (3), clkbuf_4 (3), clkdlybuf4s15_1 (3)
final_util_pct=14.69
comb_area_um2=141.4
layout.cells.non_filler=89

[clock_network]
numClockSinks=5
insertion_delay_ns=0.24
hold_buffers=0
htreeDepth=1
cts.path.max_buffers=2
cts_root_buf=clkbuf_4
clkTransAtPathRegs_ns=0.04
cts_tree=built
numCtsBuffers=3

[floorplan]
fp-row-count=21
design.core.area_um2=3416
top_level_ports=8
fp_util_pct=7.033
chip_area_um2=6400
die_w_um=80
fp.dieH_um=80

[placed_design]
gp_congestion=0.7258
portBuffers=7
dp_cells=80
hpwlAfterDp_um=481.2
dpl_worst_slack_ns=-0.04925

[outcome]
outcome=complete, but fails checks
violations=negative setup slack

[detailed_routing]
via_count=241
drt_wl_total_um=709
drc=0
drtAntennaViolNets=0
first_iter_violations=7
firstDrtPassIters=3
vias_per_cell=2.708
wire_per_inst_um=7.966
antenna-diode-count=0

[synth]
avgSynthCellArea_um2=10.92
yosys_area_um2=240.2
yosysUniqueCellTypes=13
synthCells=22
ys_seq_share_pct=50.00
syn_area_um2=240.2
ys_cells=22
ys_warn_count=2
synth_flops=5

[job]
warnings=27
drv_cap=0

[timing]
rsz0062_at_grt=yes
slew_headroom_pct=88.04
tightest_slew_ns=0.1744
fmax_ghz=0.8887
hold_ws_ns=0.1870
drv_slew=0
finalHoldViolations=0
fin_skew_ns=0.0003743
timing.final.ws_setup_ns=-0.02523
setup_viol=1
fin_crit_sh_pct=102.3
timing.final.crit_period_ns=1.125

[min_path]
min_path_type=input port to async pin

[grt]
antenna_found_initial=0
grt_pass1_wl_mm=1.138
grt_max_degree=6
busiest_layer=met3
grtUsageMet3_pct=3.295
track_usage_pct=2.413
grtUsageMet2_pct=2.568
use_met1_pct=2.807
grt_pass1_vias=246
grt_overflow=0

what timing repair did:
action                     in CTS  in global routing
pin swaps                       2                  3
gates resized                  14                  6
buffers inserted                5                  1
setup endpoints to repair       7                  7
worst max-delay path: cells and delay by family, from the launching register on:
kind | cells | cell delay [ns]
buffers and inverters | 3 | 0.30
flip-flops | 1 | 0.39
multiplexers | 1 | 0.17
adder cells (fa/ha/maj) | 1 | 0.18
flip-flops by register name, summed over array words and instances (netlist names):
signal	cells
cnt1.cnt	4
cmp1.Eql_grt	1
logic make-up after synthesis:
family | count (synthesis) | share of synthesized area [%]
fa+ha+maj | 2 | 10.42
simple gates | 7 | 18.23
xor+xnor | 1 | 3.646
compound gates | 3 | 6.248
flops | 5 | 50.00
buf+inv | 2 | 3.126
mux | 2 | 8.334
synthesized netlist by cell type:
library cell  instances  area share (%)
dfrtp_1               4              42
nand4_2               1             5.2
nand2b_1              1             2.6
nand3b_1              1             3.1
xnor2_1               1             3.6
nor2b_1               1             2.6
o21ai_1               1             2.1
mux2i_1               2             8.3
ha_1                  2              10
nand2_1               3             4.7
dfxtp_1               1             8.3
inv_1                 2             3.1
o21ai_0               2             4.2
power groups by stage:
| stage | registers (W) | logic, W | clock network [W] |
|---|---|---|---|
| finish | 0.000339 | 0.000787 | 0.000212 |
| global route | 0.000348 | 0.000889 | 0.000246 |
| CTS | 0.000330 | 0.000708 | 0.000220 |
through the flow:
step           setup TNS (ns)  instance area [um^2]
2_1_floorplan               0                 240.2
3_3_place_gp          -0.1055                 405.4
3_5_place_dp          -0.1994                 405.4
4_1_cts                     0                 483.0
5_1_grt               -0.1982                 501.7
6_report             -0.02523                 501.7
worst paths after layout:
path | from | endpoint | slack, ns | depth (start not counted)
max in group asynchronous | cnt_clr | cnt1.cnt[1] | 0.74 | 1
worst max-delay path | cnt1.cnt[0] | cnt1.cnt[1] | -0.03 | 5
worst max register to register | cnt1.cnt[0] | cnt1.cnt[1] | -0.03 | 5
worst min-delay path | cnt_clr | cnt1.cnt[2] | 0.19 | 1
worst min register to register | cnt1.cnt[0] | cnt1.cnt[0] | 0.61 | 2
min in group clk0 | cnt1.cnt[0] | cnt1.cnt[0] | 0.61 | 2
layout make-up:
type | instances | area share [%]
clock buffers | 4 | 5.237
inverters | 2 | 1.995
multi-input cells | 15 | 28.18
flip-flops and latches | 5 | 23.94
well taps | 46 | 11.47
repair buffers | 17 | 29.18
metal layers:
metal / part of all wire [%] / vias to the layer above
li1: - / 114
met1: 46 / 117
met2: 31 / 10
met3: 22 / 0
met4: 0 / 0
met5: 0 / -
No activity file was given, so power comes from the tool's default toggle rates.
